===== design.v =====
`timescale 1ns / 1ps
module ALU_8bit (
    input  [7:0] A,            
    input  [7:0] B,            
    input  [3:0] Operation,    
    input  clk,                
    input  reset,              
    input  enable,             
    output reg [7:0] Result,   
    output reg CarryOut,       
    output reg Zero,           
    output reg Sign,           
    output reg Parity,         
    output reg Overflow        
);
    parameter DATA_WIDTH = 8;
    parameter OP_WIDTH = 4;
    localparam OP_ADD  = 4'b0000;   
    localparam OP_SUB  = 4'b0001;   
    localparam OP_AND  = 4'b0010;   
    localparam OP_OR   = 4'b0011;   
    localparam OP_XOR  = 4'b0100;   
    localparam OP_NAND = 4'b0101;   
    localparam OP_NOR  = 4'b0110;   
    localparam OP_XNOR = 4'b0111;   
    localparam OP_NOT  = 4'b1000;   
    localparam OP_INC  = 4'b1001;   
    localparam OP_DEC  = 4'b1010;   
    localparam OP_SLL  = 4'b1011;   
    localparam OP_SRL  = 4'b1100;   
    localparam OP_ROL  = 4'b1101;   
    localparam OP_ROR  = 4'b1110;   
    wire [7:0] add_sum;        
    wire [7:0] sub_sum;        
    wire add_cout;             
    wire sub_cout;             
    reg [7:0] Next_Result_W;    
    reg Next_CarryOut_W;        
    reg Next_Overflow_W;        
    ripple_carry_adder ADDER_CIRCUIT( 
        .A(A), 
        .B(B),
        .Cin(1'b0),            
        .Sum(add_sum),         
        .Cout(add_cout)        
    ); 
    ripple_carry_adder SUBBER (
        .A(A), 
        .B(~B),                
        .Cin(1'b1),            
        .Sum(sub_sum),         
        .Cout(sub_cout)        
    );
    always @(*) begin
        Next_Result_W = 8'b0;
        Next_CarryOut_W = 1'b0;
        Next_Overflow_W = 1'b0;
        case (Operation)
            OP_ADD: begin 
                Next_Result_W = add_sum; 
                Next_CarryOut_W = add_cout;
                Next_Overflow_W = (A[7] & B[7] & ~add_sum[7]) | (~A[7] & ~B[7] & add_sum[7]);
            end
            OP_SUB: begin 
                Next_Result_W = sub_sum;
                Next_CarryOut_W = sub_cout;   
                Next_Overflow_W = (A[7] & ~B[7] & ~sub_sum[7]) | (~A[7] & B[7] & sub_sum[7]);
            end
            OP_AND:  Next_Result_W = A & B;           
            OP_OR:   Next_Result_W = A | B;           
            OP_XOR:  Next_Result_W = A ^ B;           
            OP_NAND: Next_Result_W = ~(A & B);        
            OP_NOR:  Next_Result_W = ~(A | B);        
            OP_XNOR: Next_Result_W = ~(A ^ B);        
            OP_NOT:  Next_Result_W = ~A;              
            OP_INC: begin 
                Next_Result_W = A + 8'b0000_0001;
                Next_CarryOut_W = (A == 8'hFF);   
                Next_Overflow_W = (A == 8'h7F);
            end
            OP_DEC: begin 
                Next_Result_W = A - 8'b0000_0001;
                Next_CarryOut_W = (A == 8'h00);   
                Next_Overflow_W = (A == 8'h80);
            end 
            OP_SLL: begin 
                Next_Result_W = A << B[2:0];
                if (B[2:0] != 3'b000 && B[2:0] <= 4'd8)
                    Next_CarryOut_W = A[8 - B[2:0]];   
            end
            OP_SRL: begin 
                Next_Result_W = A >> B[2:0];
                if (B[2:0] != 3'b000 && B[2:0] <= 4'd8)
                    Next_CarryOut_W = A[B[2:0] - 1];   
            end
            OP_ROL: begin 
                if (B[2:0] == 3'b000)
                    Next_Result_W = A;   
                else
                    Next_Result_W = (A << B[2:0]) | (A >> (8 - B[2:0]));
                if (B[2:0] != 3'b000)
                    Next_CarryOut_W = A[8 - B[2:0]];
            end
            OP_ROR: begin 
                if (B[2:0] == 3'b000)
                    Next_Result_W = A;   
                else
                    Next_Result_W = (A >> B[2:0]) | (A << (8 - B[2:0]));
                if (B[2:0] != 3'b000)
                    Next_CarryOut_W = A[B[2:0] - 1];
            end
            default: begin
                Next_Result_W = 8'b0;
                Next_CarryOut_W = 1'b0;
                Next_Overflow_W = 1'b0;
            end
        endcase
    end
    wire Next_Zero_W   = (Next_Result_W == 8'b0);      
    wire Next_Sign_W   = Next_Result_W[7];             
    wire Next_Parity_W = ~(^Next_Result_W);            
    always @(posedge clk or posedge reset) begin
        if (reset) begin
            Result   <= 8'b0;
            CarryOut <= 1'b0;
            Zero     <= 1'b0;
            Sign     <= 1'b0;
            Parity   <= 1'b0;
            Overflow <= 1'b0;
        end 
        else if (enable) begin
            Result   <= Next_Result_W;
            CarryOut <= Next_CarryOut_W;
            Overflow <= Next_Overflow_W;
            Zero     <= Next_Zero_W;
            Sign     <= Next_Sign_W;
            Parity   <= Next_Parity_W;
        end
    end
endmodule
`timescale 1ns / 1ps
module full_adder(    
    input  a, b, cin,
    output sum, cout
);
    assign sum  = a ^ b ^ cin;
    assign cout = (a & b) | (b & cin) | (a & cin);
endmodule
module ripple_carry_adder (
    input  [7:0] A,
    input  [7:0] B,
    input        Cin,
    output [7:0] Sum,
    output       Cout
);
    wire [7:0] carry;
    full_adder fa0(A[0], B[0], Cin, Sum[0], carry[0]);
    assign Cout = carry[7];
    full_adder fa1(A[1], B[1], carry[0], Sum[1], carry[1]);
    full_adder fa2(A[2], B[2], carry[1], Sum[2], carry[2]);
    full_adder fa3(A[3], B[3], carry[2], Sum[3], carry[3]);
    full_adder fa4(A[4], B[4], carry[3], Sum[4], carry[4]);
    full_adder fa5(A[5], B[5], carry[4], Sum[5], carry[5]);
    full_adder fa6(A[6], B[6], carry[5], Sum[6], carry[6]);
    full_adder fa7(A[7], B[7], carry[6], Sum[7], carry[7]);
endmodule

===== run.sh =====
#!/bin/bash
# OpenROAD 26Q1-2900-gdf79404cd8, Yosys 0.63+post, stock flow scripts
make -C /OpenROAD-flow-scripts/flow DESIGN_CONFIG=/design/flow/config.mk WORK_HOME=/design/flow/orfs finish

===== config.mk =====
export PLATFORM = sky130hd
export DESIGN_NAME = ALU_8bit
export DESIGN_NICKNAME = ALU_8bit
export VERILOG_FILES = /design/flow/design.v
export SDC_FILE = /design/flow/constraint.sdc
export NUM_CORES = 4
export LEC_CHECK = 1
export CORE_UTILIZATION = 40

===== constraint.sdc =====
current_design ALU_8bit

set clk_period 1.0
set clk_io_pct 0.2

create_clock -name clk0 -period $clk_period [get_ports {clk}]

set non_clock_inputs [all_inputs -no_clocks]
set_input_delay [expr $clk_period * $clk_io_pct] -clock clk0 $non_clock_inputs
set_output_delay [expr $clk_period * $clk_io_pct] -clock clk0 [all_outputs]

==> impl_metrics.env <==
# physical design summary
export IMPL_clk_path_buf_depth=2
export IMPL_area_delta_synth_final_pct=51.89
export IMPL_hold_buffers=0
export IMPL_numCtsBuffers=3
export IMPL_slowest_stage="fa_1"
export IMPL_p_total_w=0.004482
export IMPL_critPathCaptureType="flop"
export IMPL_crit_family="adder cells"
export IMPL_timing_final_hold_violations=0
export IMPL_grt_start_max_net_pins=45
export IMPL_design_area_um2=6021
export IMPL_grt_usage=0.3175
export IMPL_ys_chip_area_um2=3964
export IMPL_post_place_ws_ns=-4.357
export IMPL_timing_max_cap_violations=0
export IMPL_finalWeightedCongestion=0.9958
export IMPL_clock_power_share=0.094
export IMPL_worstSkewPairLatency_ns=0.23
export IMPL_warnings=40
export IMPL_crit_start="A[0]"
export IMPL_synth_cell_types=74
export IMPL_clockRootBuffer="clkbuf_8"
export IMPL_fin_ws_ns=-3.640
export IMPL_p_sw_w=0.001794
export IMPL_status="finished, violations left"
export IMPL_row_count=35
export IMPL_ys_flop_type="dfrtp_1"
export IMPL_violations="setup timing"
export IMPL_finalCoreUtilization=0.6395
export IMPL_relSlewSlack=0.6423
export IMPL_finalCritPeriodShare=4.640
export IMPL_rr_startpoint="CarryOut"
export IMPL_io_buffer_count=35
export IMPL_top_area_cell="ha_1"
export IMPL_fill_cells=772
export IMPL_r2r_end="CarryOut"
export IMPL_cp_num_buf_inv=4
export IMPL_leakagePower_nw=2.693
export IMPL_hold_path_class="in2async"
export IMPL_clock_sinks=12
export IMPL_max_stage_delay_ns=0.41
export IMPL_synth_area_top_cells="ha_1, dfrtp_1, fa_1"
export IMPL_die_area_um2=10310
export IMPL_cp_endpoint="Parity"
export IMPL_htreeDepth=1
export IMPL_synthArstFlopShare=1.000
export IMPL_core_um2=9415
export IMPL_timing_critical_path_mode_cell="fa_2"
export IMPL_r2r_setup_slack_ns=0.07
export IMPL_pwr_share_comb=0.768
export IMPL_dp_hpwl_um=11070
export IMPL_ys_seq_share=0.07576
export IMPL_path_depth=20
export IMPL_cts_clk_slew_worst_paths_ns=0.05
export IMPL_wl_per_cell_um=19.09
export IMPL_netlist_area_um2=3964
export IMPL_routed_via_density=5.849
export IMPL_cp_start_kind="input port"
export IMPL_maxSlewViolCount=0
export IMPL_max_freq_mhz=215.5
export IMPL_worst_ep_required_time_ns=1.12
export IMPL_critPathMaxFanout=2
export IMPL_ys_warn_count=1
export IMPL_syn_avg_cell_area_um2=8.008
export IMPL_insertedDiodeCount=0
export IMPL_tritoncts="done"
export IMPL_setup_viol=12
export IMPL_io_pins=36
export IMPL_rsz0062_at_grt="yes"
export IMPL_grt_pass1_wl_um=24270
export IMPL_vias=4656
export IMPL_wl_um=15190
export IMPL_grt_pass1_vias=4527
export IMPL_min_period_ns=4.640
export IMPL_skew_ns=0
export IMPL_arrival_ns=4.76
export IMPL_crit_chain="buf_8 -> buf_6 -> ha_4 -> inv_2 -> fa_2 -> fa_2 -> fa_2 -> fa_2 -> fa_2 -> fa_2 -> inv_2 -> fa_1 -> a2bb2oi_2 -> o21ai_1 -> a2111o_1 -> a221oi_2 -> ha_2 -> xnor2_2 -> xnor2_1 -> mux2_4"
export IMPL_first_iter_violations=268
export IMPL_ant_nets=0
export IMPL_fp_util=0.4210
export IMPL_yosysTopAreaCellShare=0.1010
export IMPL_intPower_w=0.002689
export IMPL_drt_first_pass_iters=7
export IMPL_pwr_share_seq=0.138
export IMPL_ys_cells=495
export IMPL_powerDensity_nw_per_um2=744.5
export IMPL_edf_count=0
export IMPL_r2r_cells=4
export IMPL_tightest_slew_ns=0.5309
export IMPL_synthesis_instances=495
export IMPL_ys_flops=12
export IMPL_die_w_um=101.5
export IMPL_drive_above_1_share=0.4363
export IMPL_antenna_found_initial=0
export IMPL_place_area_um2=5375
export IMPL_drc=0
export IMPL_die_h_um=101.5
export IMPL_grt_ovfl_total=0
export IMPL_sw_frac_of_total=0.4002
export IMPL_path_class="in2reg"
export IMPL_peakVddDrop_uv=591.3
[how the worst min path moves through the flow]
stage                  endpoint  slack, ns  cells after the start
after CTS             Result[6]       0.25                      3
after global routing  Result[2]       0.28                      3
final                 Result[5]       0.25                      3
[cell type report]
type | instances | area [um2] | share of cell area
Inverter | 32 | 128.9 | 0.02140
Multi-Input combinational cell | 406 | 3597 | 0.5975
Sequential cell | 12 | 300.3 | 0.04988
Clock buffer | 3 | 41.29 | 0.006858
Timing Repair Buffer | 214 | 1792 | 0.2976
Tap cell | 129 | 161.4 | 0.02681
[synth_stat cells, types with 7 or more instances]
| cell | number |
|---|---|
| o211ai_1 | 7 |
| fa_1 | 15 |
| mux2_2 | 7 |
| clkbuf_1 | 19 |
| nand2b_1 | 7 |
| a211oi_1 | 7 |
| ha_1 | 32 |
| nand3_1 | 9 |
| a31oi_1 | 9 |
| nor4_1 | 7 |
| xnor2_1 | 11 |
| mux4_2 | 13 |
| dfrtp_1 | 12 |
| mux2i_1 | 27 |
| o21ai_0 | 21 |
| inv_1 | 30 |
| nand2_1 | 34 |
| buf_2 | 16 |
| nor2_1 | 40 |
| nor3_1 | 14 |
| nor2b_1 | 14 |
| a21oi_1 | 27 |
[per-stage QoR]
stage | hold slack [ns] | instances | setup TNS [ns]
after floorplan | 0.06470 | 495 | -27.85
after global placement | 0.4984 | 754 | -36.75
after detailed placement | 0.5007 | 754 | -37.02
after CTS | 0.2522 | 789 | -29.89
after global routing | 0.2777 | 796 | -30.51
final | 0.2510 | 796 | -28.86
[power groups by stage]
| stage | logic, W | registers (W) | clock network [W] |
|---|---|---|---|
| 4_1_cts | 0.00334 | 0.000617 | 0.000426 |
| 5_1_grt | 0.00373 | 0.000628 | 0.000456 |
| 6_report | 0.00344 | 0.000620 | 0.000419 |
[cell families after synthesis]
logic type | count (synthesis) | share of synthesized area
and+or+nand+nor | 160 | 0.2096
AOI/OAI and AO/OA | 139 | 0.2557
buffers and inverters | 77 | 0.08554
muxes | 49 | 0.1723
adders and majority gates | 47 | 0.1768
DFF | 12 | 0.07576
xor gates and xnor gates | 11 | 0.02430
[registers in the layout, indices dropped and copies added, names as in the netlist]
register,cells
CarryOut,1
Overflow,1
Zero,1
Parity,1
Result,8
[placed cells by master, fill, tap and decap left out, drive strengths merged, types with 11 or more instances in the layout]
cell,n
ha,32
mux4,14
nor2,40
buf,185
nor2b,14
xnor2,11
clkbuf,16
dfrtp,12
mux2i,27
a21oi,28
nand2,34
inv,31
fa,15
nor3,14
o21ai,23
[worst min-delay path, cell delays in order]
cell and delay (ns):
clkdlybuf4s50_1 0.39, inv_1 0.05, buf_4 0.20
[routing by layer]
layer | track usage | up-vias | share of wire
li1 | - | 2212 | -
met1 | 0.4742 | 2186 | 0.45
met2 | 0.4636 | 222 | 0.43
met3 | 0.06933 | 36 | 0.086
met4 | 0.1070 | 0 | 0.037
met5 | 0 | - | 0
[timing repair]
| item | 4_1_cts | 5_1_grt |
|---|---|---|
| resized | 133 | 35 |
| pin swaps | 31 | 29 |
| buffers inserted | 33 | 11 |
| endpoints found under the setup margin | 25 | 24 |
| gates cloned | 1 | 0 |
